==> flow/run.sh <==
#!/bin/bash
# OpenROAD 26Q1-2900-gdf79404cd8, Yosys 0.63+post, stock flow scripts
make -C /OpenROAD-flow-scripts/flow DESIGN_CONFIG=/design/flow/config.mk WORK_HOME=/design/flow/orfs finish
==> flow/config.mk <==
export PLATFORM = sky130hd
export DESIGN_NAME = status
export DESIGN_NICKNAME = status
export VERILOG_FILES = /design/flow/design.v
export SDC_FILE = /design/flow/constraint.sdc
export NUM_CORES = 4
export LEC_CHECK = 1
export CORE_AREA = 10 10 104 104
export DIE_AREA = 0 0 114 114
==> flow/constraint.sdc <==
current_design status

set clk_period 4.6
set clk_io_pct 0.2

create_clock -name clk0 -period $clk_period [get_ports {i_clk}]

set non_clock_inputs [all_inputs -no_clocks]
set_input_delay [expr $clk_period * $clk_io_pct] -clock clk0 $non_clock_inputs
set_output_delay [expr $clk_period * $clk_io_pct] -clock clk0 [all_outputs]
==> flow/design.v <==
module status
    (
        input   i_clk,
        output  reg o_hz_clk
    );
    reg [31:0] r_count; 
    always @(posedge i_clk) begin
        if (r_count <= 25000000)
            begin
                r_count <= r_count + 1;
            end
        else
            begin
                r_count <= 0;
                o_hz_clk <= ~o_hz_clk;
            end
    end
endmodule
==> qor.rpt <==
LOGIC SYNTHESIS
----------------------------------------------------------------------------
Yosys stat chip area .......................................... 0.001444 mm²
Yosys cell types ..............................................           36
Cell taking the most area after synthesis ..................... sky130_fd_sc_hd__dfxtp_1
Gate Count Post-Synth .........................................          155
Seq/Total Area, Yosys .........................................       0.4645
Yosys warning tally ...........................................            1
Yosys cell count ..............................................          155
Synthesized registers .........................................           33
Mean post-synth cell area .....................................    9.315 µm²
Netlist Area Pre-Place ........................................ 0.001444 mm²
Area share, top type ..........................................       0.4437
Leading cell types by total area after synthesis .............. sky130_fd_sc_hd__dfxtp_1 44%, sky130_fd_sc_hd__xnor2_1 7.3%, sky130_fd_sc_hd__a21oi_1 5.2%, sky130_fd_sc_hd__a22oi_1 3.6%, sky130_fd_sc_hd__or3_1 3.0%

CTS
----------------------------------------------------------------------------
Clock root buffer ............................................. sky130_fd_sc_hd__clkbuf_8
Number of hold buffers added after CTS ........................            0
Num CTS Buffers ...............................................            5
H-tree levels .................................................            2
Clock-pin transition on the worst setup and hold timing paths .        60 ps
Insertion Delay late pin ......................................       280 ps
Clock tree from TritonCTS .....................................        built
Post-cts sizing count .........................................            0
Total clock sinks .............................................           33
Worst-case clock buffer depth .................................            2
Count of buffers added by post-CTS timing repair for setup ....            0

LAYOUT
----------------------------------------------------------------------------
Layout cell share with drive strength beyond 1 ................      0.09697
Top cell excl fill/tap ........................................ sky130_fd_sc_hd__dfxtp_1
Cell area after layout ........................................ 0.001722 mm²
Synthesis-to-finish area growth ...............................       19.24%
Commonest cells after routing, fill and taps aside ............ 32 x sky130_fd_sc_hd__dfxtp_1, 15 x sky130_fd_sc_hd__a21oi_1, 12 x sky130_fd_sc_hd__xnor2_1

FINAL TIMING
----------------------------------------------------------------------------
Setup repair after global routing missed its margin ...........        false
Number of hold violations in the final report .................            0
Setup ws final ................................................      2173 ps
Max-slew headroom .............................................       0.6558
F_max .........................................................    412.0 MHz
Tightest Pin Transition .......................................     514.8 ps
Setup violations, final .......................................            0
Period utilization ............................................       0.5276
Accumulated negative setup slack ..............................         0 ps
Final period demand of the worst path .........................      2427 ps
Max-slew violation count ......................................            0
Clock skew ....................................................     7.718 ps

PLACED DESIGN
----------------------------------------------------------------------------
Dpl cell area ................................................. 0.001605 mm²
Estimated wirelength of the detail-placed design ..............      1672 µm
Global placement routability congestion .......................       0.7697
Number of buffer cells added on primary ports .................            1
Worst setup slack before clock tree synthesis .................      2152 ps

GLOBAL ROUTE
----------------------------------------------------------------------------
Pin count of the biggest net entering global routing ..........           27
Total gr overflow .............................................            0
Antenna violations before repair ..............................            0
Via count of the first global-routing pass ....................         1051
Overall global routing resource usage .........................      0.04148
Wire length of the first global-routing pass ..................      4664 µm

WORST SETUP PATH
----------------------------------------------------------------------------
Arrival time worst endpoint ...................................      2470 ps
Setup slack of the worst register-to-register path ............      2170 ps
Startpoint class of the critical path .........................         flop
Peak fanout along the critical path ...........................           16
Data required time of the worst path ..........................      4650 ps
Reg-to-reg critical path startpoint ...........................  r_count[25]
Category of the worst setup path capture point ................         flop
Critical path class ........................................... flop to flop
Reg-to-Reg End ................................................     o_hz_clk
Depth of the most critical reg-to-reg path ....................            5

FLOORPLAN
----------------------------------------------------------------------------
Area of the chip ..............................................  0.01300 mm²
Vertical die size .............................................       114 µm
Std-Cell Core Area ............................................ 0.008678 mm²
Initial Util ..................................................       0.1664
Site row count ................................................           34
Die X-Extent ..................................................       114 µm
Number of top-level pins ......................................            2

MIN PATH
----------------------------------------------------------------------------
Hold Path Origin ..............................................  r_count[21]
Worst hold stages .............................................            2
HP Class ...................................................... flop to flop
Endpoint of the worst hold-timing path ........................  r_count[21]

POWER
----------------------------------------------------------------------------
VDD IR max ....................................................     148.0 µV
Power per unit of standard cell area .......................... 332.6 mW/mm²
Leakage power total ...........................................    0.5027 nW
Power consumption .............................................  0.0005727 W

ROUTING
----------------------------------------------------------------------------
Post-DR wirelength/cell .......................................     9.322 µm
Ant diodes ....................................................            0
Detailed-router iteration count before antenna repair .........            4
Initial detailed-routing violation count ......................           92
Total detailed-routing wirelength .............................      2545 µm
Ratio of routed vias to standard cells ........................        4.026
Remaining DRCs ................................................            0
Number of nets with antenna violations after detailed routing .            0
Total number of vias ..........................................         1099

FLOW RUN
----------------------------------------------------------------------------
MaxCap Viol Count .............................................            0
Total tool warning count ......................................           26

STATUS
----------------------------------------------------------------------------
Result of the run ............................................. finished, final reports clean

## report_power, final
| group | total (W) | leakage [nW] | switching [W] | internal [W] |
|---|---|---|---|---|
| registers | 0.000293 | 0.268 | 0.00000122 | 0.000292 |
| logic | 0.00000338 | 0.176 | 0.00000135 | 0.00000203 |
| clock network | 0.000276 | 0.0585 | 0.000100 | 0.000176 |
## synth_stat cells
library cell                instances
sky130_fd_sc_hd__a21boi_0           1
sky130_fd_sc_hd__a21oi_1           15
sky130_fd_sc_hd__a22oi_1            7
sky130_fd_sc_hd__a22oi_2            1
sky130_fd_sc_hd__and2_1             1
sky130_fd_sc_hd__and3_1             1
sky130_fd_sc_hd__and4_1             2
sky130_fd_sc_hd__buf_2              1
sky130_fd_sc_hd__clkbuf_1           6
sky130_fd_sc_hd__conb_1             1
sky130_fd_sc_hd__dfxtp_1           32
sky130_fd_sc_hd__edfxtp_1           1
sky130_fd_sc_hd__ha_1               2
sky130_fd_sc_hd__inv_1              6
sky130_fd_sc_hd__nand2_1            9
sky130_fd_sc_hd__nand3_1            6
sky130_fd_sc_hd__nand3_2            1
sky130_fd_sc_hd__nand4_1            6
sky130_fd_sc_hd__nand4_2            1
sky130_fd_sc_hd__nand4_4            1
sky130_fd_sc_hd__nand4bb_1          1
sky130_fd_sc_hd__nor2_1             4
sky130_fd_sc_hd__nor3_1             7
sky130_fd_sc_hd__nor3b_1            1
sky130_fd_sc_hd__nor4_1             3
sky130_fd_sc_hd__o2111ai_1          1
sky130_fd_sc_hd__o21ai_0            7
sky130_fd_sc_hd__o2bb2a_1           1
sky130_fd_sc_hd__o2bb2ai_1          1
sky130_fd_sc_hd__o31ai_1            1
sky130_fd_sc_hd__or2_2              1
sky130_fd_sc_hd__or3_1              7
sky130_fd_sc_hd__or4_1              4
sky130_fd_sc_hd__or4_4              1
sky130_fd_sc_hd__xnor2_1           12
sky130_fd_sc_hd__xor2_1             2
## worst max-delay path by stage
stage,from,to
4_1_cts,r_count[25],o_hz_clk
5_1_grt,r_count[25],o_hz_clk
6_report,r_count[25],o_hz_clk
## critical path: stages (launching register included)
cell and delay [ps]:
sky130_fd_sc_hd__dfxtp_1 290, sky130_fd_sc_hd__or4_1 510, sky130_fd_sc_hd__nor4_1 330, sky130_fd_sc_hd__nand4_1 510, sky130_fd_sc_hd__buf_4 380, sky130_fd_sc_hd__and2_1 170
## layer usage
layer / vias to the layer above / track usage / share of wire
li1: 581 / - / -
met1: 495 / 0.05322 / 0.49
met2: 16 / 0.06606 / 0.44
met3: 7 / 0.01382 / 0.044
met4: 0 / 0.01003 / 0.026
met5: - / 0 / 0
## layout make-up
| class | instances | area, µm² |
|---|---|---|
| clock buffer | 7 | 86.33 |
| clock inverter | 1 | 30.03 |
| fill | 961 | 6957 |
| inverter | 6 | 22.52 |
| multi-input combinational | 115 | 752.0 |
| sequential | 33 | 670.6 |
| tap | 108 | 135.1 |
| timing repair buffer | 3 | 25.02 |
## logic make-up after synthesis
kind of cell / after synthesis / synth area share
AND-OR/OR-AND: 35 / 0.1508
XOR/XNOR: 14 / 0.08492
buffers and inverters: 13 / 0.03466
other: 1 / 0.002597
adder cells (fa/ha/maj): 2 / 0.01733
AND/OR/NAND/NOR: 57 / 0.2452
flip-flops: 33 / 0.4645
## flip-flops by register name (all words and copies together) (netlist names)
signal    count
r_count      32
o_hz_clk      1
## through the flow
step	utilization	hold slack (ps)	cells
4_1_cts	0.1984	494.1	273
6_report	0.1984	491.1	273
3_5_place_dp	0.1850	485.3	265
2_1_floorplan	-	459.8	161
5_1_grt	0.1984	530.8	273
3_3_place_gp	0.1850	478.4	265
Power and IR drop assume default switching activity.
